==> /design/flow/design.v <==
module qcv_register_file_ff (
    input  wire        clk_i,
    input  wire        rst_ni,
    input  wire [4:0]  raddr_a_i,
    output wire [31:0] rdata_a_o,
    input  wire [4:0]  raddr_b_i,
    output wire [31:0] rdata_b_o,
    input  wire [4:0]  waddr_a_i,
    input  wire [31:0] wdata_a_i,
    input  wire        we_a_i
);
    reg [31:0] rf_reg_q [31:1];
    integer i;
    always @(posedge clk_i or negedge rst_ni) begin
        if (!rst_ni) begin
            for (i = 1; i <= 31; i = i + 1) begin
                rf_reg_q[i] <= 32'b0;
            end
        end else begin
            if (we_a_i && (waddr_a_i != 5'b0)) begin
                rf_reg_q[waddr_a_i] <= wdata_a_i;
            end
        end
    end
    assign rdata_a_o = (raddr_a_i == 5'b0) ? 32'b0 : rf_reg_q[raddr_a_i];
    assign rdata_b_o = (raddr_b_i == 5'b0) ? 32'b0 : rf_reg_q[raddr_b_i];
endmodule : qcv_register_file_ff
==> /design/flow/run.sh <==
#!/bin/bash
# OpenROAD 26Q1-2900-gdf79404cd8, Yosys 0.63+post, stock flow scripts
make -C /OpenROAD-flow-scripts/flow DESIGN_CONFIG=/design/flow/config.mk WORK_HOME=/design/flow/orfs finish
==> /design/flow/config.mk <==
export PLATFORM = sky130hd
export DESIGN_NAME = qcv_register_file_ff
export DESIGN_NICKNAME = qcv_register_file_ff
export VERILOG_FILES = /design/flow/design.v
export SDC_FILE = /design/flow/constraint.sdc
export NUM_CORES = 4
export LEC_CHECK = 1
export CORE_UTILIZATION = 30
==> /design/flow/constraint.sdc <==
current_design qcv_register_file_ff

set clk_period 8.1
set clk_io_pct 0.2

create_clock -name clk0 -period $clk_period [get_ports {clk_i}]

set non_clock_inputs [all_inputs -no_clocks]
set_input_delay [expr $clk_period * $clk_io_pct] -clock clk0 $non_clock_inputs
set_output_delay [expr $clk_period * $clk_io_pct] -clock clk0 [all_outputs]
==> results.yml <==
# generated from flow reports
detailed_routing:
  postRouteAntennaNets: 0
  drt_iter0_drc: 6688
  wl_per_cell_um: 36.3
  drc: 0
  routed_via_density: 6.61
  dr.pass1.iters: 11
  vias: 48500
  wl_um: 266000
clocking:
  clk_pin_slew_ns: 0.06
  cts_max_level: 3
  cts_setup_buffers: 0
  cts_resized: 0
  clock_sinks: 992
  cts_hold_buf: 0
  numCtsBuffers: 107
  tritoncts: "built"
  clock_latency_ns: 0.73
  ctsLongestPathBuffers: 3
  cts-root-buf: "clkbuf_16"
logic_synthesis:
  syn_area_um2: 53000
  yosys_cells: 4998
  yosys_most_used_dff: "dfrtp_1"
  synthArstFlopShare_pct: 100
  ys_seq_share_pct: 46.8
  edf_count: 0
  ys_area_um2: 53000
  yosys_warnings: 2
  synth_cell_types: 74
  synth_cells: 4998
  avgSynthCellArea_um2: 10.6
  synth.ff_latch_count: 992
global_route:
  grt_pass1_vias: 47300
  grt_overflow: 0
  grt_pass1_wl_um: 371000
  antenna_found_initial: 20
  grt_max_degree: 119
  grt_usage_pct: 30.1
die:
  die_area_um2: 179000
  fp_util_pct: 30.4
  die_w_um: 423
  coreArea_um2: 175000
  die_h_um: 423
  io_pins: 114
  num_rows: 153
layout:
  final_util_pct: 34.8
  area_delta_synth_final_pct: 14.6
  reg_top3: "rf_reg_q (992)"
  top_register: "rf_reg_q"
  drive_gt1_share_pct: 30.6
  largest_reg_flops: 992
worst_setup_path:
  path_cells: "buf_2 -> buf_4 -> or2_1 -> buf_4 -> nor2_4 -> buf_4 -> a22oi_1 -> and3_1 -> a31oi_1 -> clkdlybuf4s50_1"
  crit_required_ns: 6.48
  reg2regPathDepth: 1
  critPathSlowestCell: "nor2_4"
  slowest_delay_ns: 0.73
  crit_type: "in -> out"
  critPathMaxFanout: 23
  r2r_slack_ns: 7.12
  startpoint_type: "primary input"
  crit_buf_inv: 5
  endpoint: "rdata_a_o[4]"
  crit_start: "raddr_a_i[4]"
  cp-end-kind: "output port"
  critPathMostFrequentCell: "buf_4"
  r2r-start: "rf_reg_q[6][9]"
  worstPathArrival_ns: 5.58
  rr_endpoint: "rf_reg_q[6][9]"
  critical-path-top-delay-family: "buffers and inverters"
  cp_num_cells: 10
timing:
  skew_ns: 0
  fin_crit_sh_pct: 88.9
  fin_ws_ns: 0.897
  finalSetupTns_ns: 0
  max_freq_ghz: 0.139
  slew_violations: 0
  worst_pin_slew_ns: 1.08
  min_period_ns: 7.20
  fin_hold_ws_ns: 0.527
  rsz0062_at_grt: "false"
  hold_viol_final: 0
  slew_headroom_pct: 27.9
  setup_viol: 0
power_and_ir_drop:
  cellLeakagePower_nw: 25.6
  irDropWorstVdd_mv: 0.169
  power_density_nw_per_um2: 234
run:
  warnings: 53
  maxCapViolations: 0
status:
  outcome: "complete, no violations"
place:
  dp_hpwl_um: 160000
  post-place-ws_ns: 1.13
  portBuffers: 113
  gp_congestion: 1.05
hold_path:
  holdCritPathClass: "reg -> reg"
[cells by family after synthesis]
group                  Yosys count  synth area share (%)
and+or+nand+nor               1904                  19.8
muxes                         1014                  21.5
DFF                            992                  46.8
buffers and inverters          577                  4.76
AOI/OAI and AO/OA              511                  7.14
[how the worst min path moves through the flow]
stage / startpoint / endpoint / slack (ns) / depth (start not counted)
final: rf_reg_q[9][11] / rf_reg_q[9][11] / 0.53 / 1
after global routing: rf_reg_q[24][20] / rf_reg_q[24][20] / 0.54 / 1
after CTS: rf_reg_q[28][19] / rf_reg_q[28][19] / 0.53 / 1
[report_power, final]
part	switching, W	total (W)	leakage [nW]	internal (W)
Clock	0.00214	0.00516	1.80	0.00301
Combinational	0.00115	0.00224	11.1	0.00109
Sequential	0.000911	0.00683	12.7	0.00592
[Yosys cell counts, types with 5 or more instances]
cell type / instances / area share [%]
a22oi_1: 156 / 2.2
and3_1: 132 / 1.6
a2111oi_0: 32 / 0.53
nor2_1: 37 / 0.26
and3b_1: 11 / 0.18
nor3_1: 24 / 0.23
clkbuf_1: 266 / 1.9
a32o_1: 6 / 0.11
a221oi_1: 7 / 0.12
a222oi_1: 20 / 0.38
buf_4: 9 / 0.13
and4_1: 27 / 0.45
mux2_2: 996 / 21
a31oi_1: 53 / 0.63
nor4_1: 75 / 0.88
nor3b_1: 7 / 0.099
a32oi_1: 8 / 0.13
and2_1: 24 / 0.28
a221o_1: 29 / 0.55
o31a_1: 7 / 0.12
a211oi_1: 5 / 0.071
nor4bb_1: 8 / 0.15
mux2i_1: 14 / 0.26
a21oi_1: 107 / 1.0
nor3b_2: 5 / 0.12
buf_2: 181 / 1.7
buf_6: 13 / 0.28
buf_1: 106 / 0.75
nand2_1: 57 / 0.40
o21ai_0: 11 / 0.10
a22o_1: 39 / 0.64
nor2b_1: 14 / 0.17
dfrtp_1: 992 / 47
nor2_2: 6 / 0.071
nand3_1: 1135 / 11
nand3b_1: 9 / 0.13
nand4_1: 290 / 3.4
nand2b_1: 9 / 0.11
[placed cells by master (no fill, tap or decap), types with 9 or more instances in the layout]
cell type / Yosys / routed
a2111oi_0: 32 / 32
a21oi_1: 107 / 107
a221o_1: 29 / 29
a222oi_1: 20 / 20
a22o_1: 39 / 39
a22oi_1: 156 / 156
a31oi_1: 53 / 53
and2_1: 24 / 24
and3_1: 132 / 130
and4_1: 27 / 27
buf_12: 0 / 23
buf_4: 9 / 242
bufinv_16: 0 / 11
clkbuf_1: 266 / 24
clkbuf_16: 0 / 111
clkbuf_8: 0 / 19
clkdlybuf4s50_1: 0 / 104
clkinv_2: 0 / 24
dfrtp_1: 992 / 992
diode_2: 0 / 14
mux2_2: 996 / 996
mux2i_1: 14 / 14
nand2_1: 57 / 43
nand2_2: 0 / 14
nand3_1: 1135 / 1133
nand3b_1: 9 / 9
nand4_1: 290 / 290
nor2_1: 37 / 19
nor2_4: 1 / 17
nor3_1: 24 / 18
nor4_1: 75 / 75
o21ai_0: 11 / 11
[metrics by stage]
step / area (um^2) / std cells / total power, W
6_report: 60800 / 7331 / 0.0142
5_1_grt: 60800 / 7318 / 0.0146
4_1_cts: 60800 / 7317 / 0.0142
3_5_place_dp: 57200 / 7124 / 0.00904
3_3_place_gp: 57200 / 7124 / 0.00900
2_1_floorplan: 53000 / 4998 / 0.00786
[final cells by class]
| type | instances | area, um^2 |
|---|---|---|
| antenna | 14 | 35.0 |
| sequential | 992 | 24800 |
| clock inverter | 39 | 484 |
| multi-input combinational | 3429 | 26100 |
| timing repair buffer | 376 | 3360 |
| inverter | 2 | 7.51 |
| tap | 2325 | 2910 |
| fill | 17200 | 114000 |
| clock buffer | 154 | 3130 |
[layer usage]
metal	vias up	GRT usage [%]	part of all wire, %
met2	4312	40.5	40
met5	-	1.05	0.14
li1	18800	-	-
met3	1323	17.0	16
met4	32	21.7	9.3
met1	24000	36.0	34
Power and IR drop assume default switching activity.
