### ./constraint.sdc
current_design qcv_ex_block

set clk_period 15.1
set clk_io_pct 0.2

create_clock -name clk0 -period $clk_period

set non_clock_inputs [all_inputs -no_clocks]
set_input_delay [expr $clk_period * $clk_io_pct] -clock clk0 $non_clock_inputs
set_output_delay [expr $clk_period * $clk_io_pct] -clock clk0 [all_outputs]
### ./run.sh
#!/bin/bash
# OpenROAD 26Q1-2900-gdf79404cd8, Yosys 0.63+post, stock flow scripts
make -C /OpenROAD-flow-scripts/flow DESIGN_CONFIG=/design/flow/config.mk WORK_HOME=/design/flow/orfs finish
### ./config.mk
export PLATFORM = sky130hd
export DESIGN_NAME = qcv_ex_block
export DESIGN_NICKNAME = qcv_ex_block
export VERILOG_FILES = /design/flow/design.v
export SDC_FILE = /design/flow/constraint.sdc
export NUM_CORES = 4
export LEC_CHECK = 1
export CORE_UTILIZATION = 40
### ./design.v
module qcv_alu (
    input  wire [3:0]  operator_i,     
    input  wire [31:0] operand_a_i,    
    input  wire [31:0] operand_b_i,    
    output wire [31:0] adder_result_o,       
    output wire [31:0] result_o,             
    output wire        comparison_result_o,  
    output wire        is_equal_result_o     
);
    localparam ALU_ADD  = 4'b0000;  
    localparam ALU_SUB  = 4'b1000;  
    localparam ALU_SLL  = 4'b0001;  
    localparam ALU_SLT  = 4'b0010;  
    localparam ALU_SLTU = 4'b0011;  
    localparam ALU_XOR  = 4'b0100;  
    localparam ALU_SRL  = 4'b0101;  
    localparam ALU_SRA  = 4'b1101;  
    localparam ALU_OR   = 4'b0110;  
    localparam ALU_AND  = 4'b0111;  
    localparam ALU_LUI  = 4'b1111;  
    wire [31:0] operand_b_neg;     
    wire [32:0] adder_result_ext;  
    wire [31:0] shift_result;      
    wire [31:0] logic_result;      
    wire        op_a_lt_op_b_signed;  
    wire        op_a_lt_op_b_unsigned;  
    assign operand_b_neg = ~operand_b_i;
    assign adder_result_ext = (operator_i == ALU_SUB || operator_i == ALU_SLT || operator_i == ALU_SLTU) ?
                              ({1'b0, operand_a_i} + {1'b0, operand_b_neg} + 33'd1) :  
                              ({1'b0, operand_a_i} + {1'b0, operand_b_i} + 33'd0);    
    assign adder_result_o = adder_result_ext[31:0];
    wire [4:0] shamt = operand_b_i[4:0];
    wire [31:0] sll_result = operand_a_i << shamt;
    wire [31:0] srl_result = operand_a_i >> shamt;
    wire [31:0] sra_result = $signed(operand_a_i) >>> shamt;  
    assign shift_result = (operator_i == ALU_SLL) ? sll_result :
                          (operator_i == ALU_SRL) ? srl_result :
                          (operator_i == ALU_SRA) ? sra_result :
                          32'b0;  
    assign logic_result = (operator_i == ALU_AND) ? (operand_a_i & operand_b_i) :
                          (operator_i == ALU_OR)  ? (operand_a_i | operand_b_i) :
                          (operator_i == ALU_XOR) ? (operand_a_i ^ operand_b_i) :
                          32'b0;  
    assign op_a_lt_op_b_signed = $signed(operand_a_i) < $signed(operand_b_i);
    assign op_a_lt_op_b_unsigned = operand_a_i < operand_b_i;
    assign is_equal_result_o = (adder_result_o == 32'b0) & (operator_i == ALU_SUB);
    assign comparison_result_o = (operator_i == ALU_SLT)  ? op_a_lt_op_b_signed :
                                 (operator_i == ALU_SLTU) ? op_a_lt_op_b_unsigned :
                                 1'b0;  
    assign result_o = (operator_i == ALU_ADD || operator_i == ALU_SUB) ? adder_result_o :  
                      (operator_i == ALU_SLL || operator_i == ALU_SRL || operator_i == ALU_SRA) ? shift_result :  
                      (operator_i == ALU_AND || operator_i == ALU_OR || operator_i == ALU_XOR) ? logic_result :  
                      (operator_i == ALU_SLT || operator_i == ALU_SLTU) ? {31'b0, comparison_result_o} :  
                      (operator_i == ALU_LUI) ? operand_b_i :  
                      32'b0;
endmodule : qcv_alu
module qcv_ex_block (
    input  wire        clk_i,
    input  wire        rst_ni,
    input  wire [3:0]  alu_operator_i,
    input  wire [31:0] alu_operand_a_i,
    input  wire [31:0] alu_operand_b_i,
    input  wire        alu_instr_first_cycle_i,  
    output wire [31:0] result_ex_o,            
    output wire [31:0] branch_target_o,        
    output wire        branch_decision_o,      
    output wire        ex_valid_o,             
    output wire [31:0] alu_adder_result_ex_o   
);
    wire [31:0] alu_result;
    wire [31:0] alu_adder_result;
    wire        alu_comparison_result;
    wire        alu_is_equal_result;  
    qcv_alu u_alu (
        .operator_i   (alu_operator_i),
        .operand_a_i  (alu_operand_a_i),
        .operand_b_i  (alu_operand_b_i),
        .adder_result_o      (alu_adder_result),
        .result_o            (alu_result),
        .comparison_result_o (alu_comparison_result),
        .is_equal_result_o   (alu_is_equal_result)
    );
    assign result_ex_o = alu_result;
    assign alu_adder_result_ex_o = alu_adder_result;
    assign branch_target_o = alu_adder_result;
    assign branch_decision_o = alu_comparison_result;
    assign ex_valid_o = 1'b1;
endmodule : qcv_ex_block
==> datasheet_impl.txt <==
Physical implementation characteristics

Parameter                              Value

Timing
  Slack of the critical path    3820 ps
  Setup repair after global routing missed its margin    no
  Final hold slack    slightly above 7000 ps
  Final Max-Slew Violation Tally    0
  Pin slew with the least headroom to its limit    859 ps
  Post-layout minimum cycle time    11280 ps
  Maximum achievable frequency    0.0886 GHz
  Period utilisation layout    74.7%
  Final-layout setup total negative slack    0 ps
  # setup viols final    0
  Final count of hold timing violations    0
  Headroom to the max-slew limit    between 40% and 50%

Power and ir drop
  Worst vdd rail ir drop    between 0.02 and 0.025 mV
  Power density over the cells    roughly 45 nW/um^2
  Final Power    between 0.4 and 0.5 mW
  Leak    between 4 and 5 nW

Yosys
  Cell count after synthesis    1371
  Distinct cell type count after synthesis    ~85
  Post-Synth AOI/OAI Area    a little over a third
  Yosys synthesis warning count    0
  XORs/XNORs by Area    a little over 3%
  Netlist Area Pre-Place    roughly 9000 sq um
  Simple-Gate Fraction of Synth Area    a little under a fifth
  Synthesized area per cell    6.76 sq um
  Adder-cell share of the synthesized area    between 10% and 20%
  Yosys-reported design area after synthesis    ~9300 sq um
  Mux share of post-synthesis cell area    17.3%
  Sequential area share after synthesis    0%
  Largest family of logic cells by area    AND-OR/OR-AND gates
  Yosys cell count    between 1000 and 1500

Route
  Iteration count of the initial detailed-routing pass    6
  Post-DR wirelength/cell    24.5 microns
  Drt drc    0
  Post-detailed-route count of antenna-violating nets    0
  Number of DRC markers after the initial detailed-route iteration    1255
  Antenna diode count    0
  Total wire length after detailed routing    around 42 mm
  Via/cell ratio    6.45
  Vias    11000

Status
  Run status    finished clean

Floorplan
  Die extent in x    154 microns
  Chip footprint    between 20000 and 25000 sq um
  Core box area    about 23000 sq um
  Overall die height    between 150 and 200 microns
  Boundary Pins    roughly 170
  Initial core utilization    about two fifths
  Site Rows    ~55

Cells and area
  Logic area    8210 sq um
  Ratio of cells with drive above 1 in the final layout    7.26%
  Area occupied by registers    0 sq um
  Most common logic cells in the final layout    clkdlybuf4s50_1, o21ai_0, nor2_1
  Area grow syn2layout    16.1%
  Clk_buf instances    0
  Number of inserted filler cells in the final layout    2383
  Sequential cell count    0
  Commonest non-fill, non-tap cell in the layout    clkdlybuf4s50_1

Placement
  Post-Place Setup Slack    approximately 4100 ps
  Last weighted congestion value of the routability-driven placer    between 1 and 1.5
  HPWL reported at the end of detailed placement    about 32 mm
  Port-buffer cells    165

Global routing
  Via count of the first global-routing pass    between 10000 and 15000
  Grt total ovfl    0
  Initial antenna violation count    2
  Pin count of the biggest net entering global routing    around 75
  Wire length of the first global-routing pass    slightly above 60 mm
  GRT Resource Usage Total    roughly a third

Worst setup path
  Required @ worst endpoint    ~12000 ps
  Kind of critical path    input port to output port
  Crit path capture type    output port
  Worst path arrival time    just over 8000 ps
  Largest fanout on the critical path    44
  CP Capture Point    result_ex_o[24]
  Type of origin of the critical path    input port
  CP Launch Point    alu_operand_b_i[4]

Flow run
  Maxcap violations    0
  Number of warning messages in the logs    100

CTS
  CTS resizes    0
  Post-CTS setup buffer count    0
  Number of buffers inserted by hold repair at cts    0

Min path
  HP Class    input port to output port
[how the worst min path moves through the flow]
stage                        startpoint  depth (start not counted)                 to  slack (ps)
final                 alu_operator_i[1]                          5  branch_decision_o        7110
after global routing  alu_operator_i[1]                          5  branch_decision_o        7140
after CTS             alu_operator_i[1]                          5  branch_decision_o        7080
[metal layers]
layer	vias to the layer above	track usage, %	wire [microns]
met1	5294	52.8	18800
met5	-	0	13
li1	5133	-	-
met3	37	5.02	3540
met2	526	54.4	18800
met4	2	4.71	576
[worst max-delay path, cell delays in order]
cell and delay (ps):
clkdlybuf4s50_1 450, buf_4 390, clkinv_1 600, ha_1 630
nand2_1 140, o211ai_1 300, a21oi_1 180, nor3b_1 750
o31ai_1 180, a22o_1 220, xnor2_1 600, a211o_1 280
clkdlybuf4s50_1 490
[per-stage QoR]
stage | std cells | util (%) | instance area (sq um)
CTS | 1703 | 47.4 | 10800
global route | 1703 | 47.4 | 10800
detailed placement | 1703 | 47.4 | 10800
finish | 1703 | 47.4 | 10800
global placement | 1703 | 47.4 | 10800
floorplan | 1371 | - | 9270
[cells by family (layout without fill, tap and decap cells)]
group           Yosys count  after routing
xor+xnor                 32             32
other cells               1              1
compound gates          506            506
mux                     108            108
simple gates            380            380
fa+ha+maj                99             99
buf+inv                 245            292
[cells in the mapped netlist, drive strengths merged (8+ instances only)]
| library cell | number | share of area, % |
|---|---|---|
| ha | 97 | 13 |
| a22o | 18 | 1.7 |
| buf | 74 | 4.7 |
| o21ai | 144 | 7.8 |
| a211o | 12 | 1.1 |
| o31ai | 16 | 1.3 |
| clkbuf | 70 | 2.8 |
| o211ai | 17 | 1.4 |
| o21bai | 15 | 1.2 |
| a22oi | 33 | 2.7 |
| a21o | 11 | 0.90 |
| or3 | 17 | 1.2 |
| o22ai | 10 | 0.67 |
| nor4 | 13 | 0.94 |
| inv | 99 | 4.0 |
| and3 | 10 | 0.67 |
| nand3 | 20 | 1.1 |
| a211oi | 15 | 1.3 |
| a21oi | 123 | 6.8 |
| mux2i | 62 | 6.7 |
| nor2b | 9 | 0.61 |
| xnor2 | 29 | 2.7 |
| a221oi | 21 | 2.0 |
| nand2b | 13 | 0.88 |
| nand2 | 105 | 4.3 |
| a31oi | 10 | 0.74 |
| nor3 | 29 | 1.6 |
| mux4 | 41 | 10 |
| nor2 | 140 | 5.7 |
| o21a | 8 | 0.65 |
[where the power goes]
part | internal [mW] | total, mW | switching [mW]
clock | 0 | 0 | 0
sequential | 0 | 0 | 0
combinational | 0.225 | 0.481 | 0.256
[final cells by class]
class              instances  area share, %
inverters                101           3.52
multi-input cells       1126           76.3
well taps                285           3.31
repair buffers           191           16.9
Power figures rest on the tool's default switching activity, not on a simulated workload.
