==> /design/flow/design.v <==
module qcv_cs_registers (
    input  wire        clk_i,
    input  wire        rst_ni,
    input  wire [31:0] hart_id_i,           
    input  wire        csr_mtvec_init_i,    
    input  wire [31:0] boot_addr_i,         
    input  wire        csr_access_i,        
    input  wire [11:0] csr_addr_i,          
    input  wire [31:0] csr_wdata_i,         
    input  wire [1:0]  csr_op_i,            
    input  wire        csr_op_en_i,         
    input  wire [31:0] pc_if_i,             
    input  wire [31:0] pc_id_i,             
    input  wire        csr_save_if_i,       
    input  wire        csr_save_id_i,       
    input  wire        csr_save_cause_i,    
    input  wire [6:0]  csr_mcause_i,        
    input  wire [31:0] csr_mtval_i,         
    output wire [1:0]  priv_mode_id_o,      
    output wire [1:0]  priv_mode_lsu_o,     
    output wire [31:0] csr_mtvec_o,         
    output wire [31:0] csr_rdata_o,         
    output wire [31:0] csr_mepc_o,          
    output wire        illegal_csr_insn_o   
);
    localparam CSR_MSTATUS  = 12'h300;
    localparam CSR_MISA     = 12'h301;
    localparam CSR_MIE      = 12'h304;  
    localparam CSR_MTVEC    = 12'h305;
    localparam CSR_MSCRATCH = 12'h340;
    localparam CSR_MEPC     = 12'h341;
    localparam CSR_MCAUSE   = 12'h342;
    localparam CSR_MTVAL    = 12'h343;
    localparam CSR_MIP      = 12'h344;  
    localparam CSR_MHARTID  = 12'hF14;  
    localparam CSR_OP_READ  = 2'b00;  
    localparam CSR_OP_WRITE = 2'b01;
    localparam CSR_OP_SET   = 2'b10;
    localparam CSR_OP_CLEAR = 2'b11;
    localparam PRIV_LVL_M = 2'b11;
    localparam MISA_VALUE = 32'h40000100;  
    reg [31:0] mstatus_q;
    reg [31:0] mie_q;      
    reg [31:0] mip_q;      
    reg [31:0] mtvec_q;
    reg [31:0] mscratch_q;
    reg [31:0] mepc_q;
    reg [31:0] mcause_q;
    reg [31:0] mtval_q;
    reg [1:0]  priv_lvl_q;  
    wire [31:0] csr_read_data;     
    wire [31:0] csr_write_data;    
    wire        csr_write_enable;  
    wire        illegal_csr_addr;  
    wire        illegal_csr_write; 
    wire        illegal_csr_priv;  
    assign csr_read_data =
        (csr_addr_i == CSR_MSTATUS)  ? mstatus_q  :
        (csr_addr_i == CSR_MISA)     ? MISA_VALUE :
        (csr_addr_i == CSR_MIE)      ? mie_q      :  
        (csr_addr_i == CSR_MTVEC)    ? mtvec_q    :
        (csr_addr_i == CSR_MSCRATCH) ? mscratch_q :
        (csr_addr_i == CSR_MEPC)     ? mepc_q     :
        (csr_addr_i == CSR_MCAUSE)   ? mcause_q   :
        (csr_addr_i == CSR_MTVAL)    ? mtval_q    :
        (csr_addr_i == CSR_MIP)      ? mip_q      :  
        (csr_addr_i == CSR_MHARTID)  ? hart_id_i  :
        32'b0;  
    assign csr_write_data =
        (csr_op_i == CSR_OP_WRITE) ? csr_wdata_i :
        (csr_op_i == CSR_OP_SET)   ? (csr_read_data | csr_wdata_i) :
        (csr_op_i == CSR_OP_CLEAR) ? (csr_read_data & ~csr_wdata_i) :
        csr_read_data;  
    assign illegal_csr_addr = ~((csr_addr_i == CSR_MSTATUS)  ||
                                (csr_addr_i == CSR_MISA)     ||  
                                (csr_addr_i == CSR_MIE)      ||  
                                (csr_addr_i == CSR_MTVEC)    ||
                                (csr_addr_i == CSR_MSCRATCH) ||
                                (csr_addr_i == CSR_MEPC)     ||
                                (csr_addr_i == CSR_MCAUSE)   ||
                                (csr_addr_i == CSR_MTVAL)    ||
                                (csr_addr_i == CSR_MIP)      ||  
                                (csr_addr_i == CSR_MHARTID));     
    assign illegal_csr_write = (csr_op_i != CSR_OP_READ) &
                               ((csr_addr_i == CSR_MISA) || (csr_addr_i == CSR_MHARTID));
    assign illegal_csr_priv = 1'b0;  
    assign illegal_csr_insn_o = csr_access_i & (illegal_csr_addr | illegal_csr_write | illegal_csr_priv);
    assign csr_write_enable = csr_access_i & csr_op_en_i & (csr_op_i != CSR_OP_READ) & ~illegal_csr_insn_o;
    wire mstatus_en = csr_write_enable & (csr_addr_i == CSR_MSTATUS);
    wire mie_en     = csr_write_enable & (csr_addr_i == CSR_MIE);
    wire mip_en     = csr_write_enable & (csr_addr_i == CSR_MIP);
    wire mtvec_en   = csr_write_enable & (csr_addr_i == CSR_MTVEC);
    wire mscratch_en= csr_write_enable & (csr_addr_i == CSR_MSCRATCH);
    wire mepc_en    = csr_write_enable & (csr_addr_i == CSR_MEPC);
    wire mcause_en  = csr_write_enable & (csr_addr_i == CSR_MCAUSE);
    wire mtval_en   = csr_write_enable & (csr_addr_i == CSR_MTVAL);
    wire save_on_exception = csr_save_cause_i;  
    wire [31:0] pc_to_save = csr_save_id_i ? pc_id_i : pc_if_i;  
    localparam MSTATUS_MIE_BIT = 3;
    localparam MSTATUS_MPIE_BIT = 7;
    localparam MSTATUS_MPP_BIT_HI = 12;
    localparam MSTATUS_MPP_BIT_LO = 11;
    wire mstatus_mie = mstatus_q[MSTATUS_MIE_BIT];
    wire [1:0] mstatus_mpp = mstatus_q[MSTATUS_MPP_BIT_HI:MSTATUS_MPP_BIT_LO];
    wire [31:0] mstatus_next_write = csr_write_data;  
    wire [31:0] mstatus_next_exception;
    assign mstatus_next_exception = {mstatus_q[31:MSTATUS_MPP_BIT_HI+1],
                                     priv_lvl_q,  
                                     mstatus_q[MSTATUS_MPP_BIT_LO-1:MSTATUS_MPIE_BIT+1],
                                     mstatus_mie,  
                                     mstatus_q[MSTATUS_MPIE_BIT-1:MSTATUS_MIE_BIT+1],
                                     1'b0,  
                                     mstatus_q[MSTATUS_MIE_BIT-1:0]};
    always @(posedge clk_i or negedge rst_ni) begin
        if (!rst_ni) begin
            mstatus_q <= 32'b0;  
            priv_lvl_q <= PRIV_LVL_M;  
        end else begin
            if (save_on_exception) begin
                mstatus_q <= mstatus_next_exception;
                priv_lvl_q <= PRIV_LVL_M;  
            end else if (mstatus_en) begin
                mstatus_q <= mstatus_next_write;
            end
        end
    end
    always @(posedge clk_i or negedge rst_ni) begin
        if (!rst_ni) begin
            mie_q <= 32'b0;
        end else if (mie_en) begin
            mie_q <= csr_write_data;  
        end
    end
    always @(posedge clk_i or negedge rst_ni) begin
        if (!rst_ni) begin
            mip_q <= 32'b0;
        end else if (mip_en) begin
            mip_q <= csr_write_data;
        end
    end
    always @(posedge clk_i or negedge rst_ni) begin
        if (!rst_ni) begin
            mtvec_q <= 32'b0;  
        end else if (csr_mtvec_init_i) begin
             mtvec_q <= {boot_addr_i[31:2], 2'b00};  
        end else if (mtvec_en) begin
            mtvec_q <= {csr_write_data[31:2], csr_write_data[1:0] & 2'b01};
        end
    end
    always @(posedge clk_i or negedge rst_ni) begin
        if (!rst_ni) begin
            mscratch_q <= 32'b0;
        end else if (mscratch_en) begin
            mscratch_q <= csr_write_data;
        end
    end
    always @(posedge clk_i or negedge rst_ni) begin
        if (!rst_ni) begin
            mepc_q <= 32'b0;
        end else if (save_on_exception) begin
            mepc_q <= {pc_to_save[31:1], 1'b0};  
        end else if (mepc_en) begin
            mepc_q <= {csr_write_data[31:1], 1'b0};  
        end
    end
    always @(posedge clk_i or negedge rst_ni) begin
        if (!rst_ni) begin
            mcause_q <= 32'b0;
        end else if (save_on_exception) begin
            mcause_q <= {1'b0, 24'b0, csr_mcause_i};
        end else if (mcause_en) begin
            mcause_q <= csr_write_data;
        end
    end
    always @(posedge clk_i or negedge rst_ni) begin
        if (!rst_ni) begin
            mtval_q <= 32'b0;
        end else if (save_on_exception) begin
            mtval_q <= csr_mtval_i;  
        end else if (mtval_en) begin
            mtval_q <= csr_write_data;
        end
    end
    assign priv_mode_id_o  = priv_lvl_q;
    assign priv_mode_lsu_o = priv_lvl_q;
    assign csr_mtvec_o     = mtvec_q;
    assign csr_mepc_o      = mepc_q;
    assign csr_rdata_o     = csr_read_data;
endmodule : qcv_cs_registers
==> /design/flow/run.sh <==
#!/bin/bash
# OpenROAD 26Q1-2900-gdf79404cd8, Yosys 0.63+post, stock flow scripts
make -C /OpenROAD-flow-scripts/flow DESIGN_CONFIG=/design/flow/config.mk WORK_HOME=/design/flow/orfs finish
==> /design/flow/config.mk <==
export PLATFORM = sky130hd
export DESIGN_NAME = qcv_cs_registers
export DESIGN_NICKNAME = qcv_cs_registers
export VERILOG_FILES = /design/flow/design.v
export SDC_FILE = /design/flow/constraint.sdc
export NUM_CORES = 4
export LEC_CHECK = 1
export CORE_UTILIZATION = 40
==> /design/flow/constraint.sdc <==
current_design qcv_cs_registers

set clk_period 12.9
set clk_io_pct 0.2

create_clock -name clk0 -period $clk_period [get_ports {clk_i}]

set non_clock_inputs [all_inputs -no_clocks]
set_input_delay [expr $clk_period * $clk_io_pct] -clock clk0 $non_clock_inputs
set_output_delay [expr $clk_period * $clk_io_pct] -clock clk0 [all_outputs]
==> results.cfg <==
; implementation run metrics
[setup_path]
critical_path.cell_chain = clkdlybuf4s50_1, buf_4, nor4b_1, nand3_1, a2111oi_0, o31ai_1, a22o_1, clkdlybuf4s50_1
rr_startpoint = mepc_q[24]
r2r_cells = 7
cp.arrival_ns = 6.35
critical_path.slowest_cell = sky130_fd_sc_hd__a2111oi_0
path_common_cell = sky130_fd_sc_hd__clkdlybuf4s50_1
launching_instance_or_port_of_the_critical_path = csr_addr_i[6]
cp.required_ns = 10.32
critical_path.startpoint_type = primary input
critPathMaxStageDelay_ns = 0.74
setup.worst_path.class = in2out
timing.rr.end = mscratch_q[24]
cp-endpoint = csr_rdata_o[24]
kind_of_end_point_of_the_critical_path = output pin
setup.reg_to_reg.worst_slack_ns = 10.11
path_max_fanout = 23

[global_route]
grt_remaining_overflow = 0
antenna_found_initial = 0
grt_first_pass_wirelength_mm = 83.17
number_of_global_route_vias_before_repair = 13511
grt_start_max_net_pins = 106
grt.total_usage_pct = 31.58

[die]
io_pins = 322
count_of_standard_cell_rows = 69
fp.dieH_um = 192.0
die_area_um2 = 36870
fp-utilization_pct = 40.60
die_width_um = 192.0
design.core.area_um2 = 35570

[cells_and_area]
area.growth.synth_to_final_pct = 30.15
filler_cell_count = 3272
area.combinational_um2 = 7386
post-route-cell-area_um2 = 18800
ff_latch_area_um2 = 6356
layout-drive-gt1-share_pct = 8.777

[power]
share_of_power_burned_in_the_clock_network_pct = 42.5
cell_internal_pwr_uw = 1475
p_sw_uw = 524.4
power_density_nw_per_um2 = 106.4
power.switching_fraction_pct = 26.23
power.sequential.fraction_pct = 42.9
power.leakage_uw = 0.007481
power.ir.vdd_worst_v = 0.0001158
combinationalPowerShare_pct = 14.6

[synth]
synth-edff-count = 0
synth_cells = 1621
synth_sequential_area_ratio_pct = 44.01
synth.distinct_cells = 83
ys_top_cells_by_area = sky130_fd_sc_hd__dfrtp_1, sky130_fd_sc_hd__o21ai_0, sky130_fd_sc_hd__nand2_1
postSynth.topFlopCell = sky130_fd_sc_hd__dfrtp_1
synthesis.yosys.warnings = 1
post_synth.cell_area_avg_um2 = 8.910
yosys.area.top_type = sky130_fd_sc_hd__dfrtp_1
synth-async-reset-ratio_pct = 100.0
yosys.area.top_type_share_pct = 44.01
netlist_area_um2 = 14440
synth_chip_area_um2 = 14440
yosysCellCount = 1621
ys.flops = 254

[final_timing]
fin_tns_setup_ns = 0
worst_clock_skew_ns = 0.01755
worstMarginPinSlew_ns = 0.9055
fin_crit_ns = 8.929
finalSetupViolations = 0
slew_viol_final = 0
finalHoldViolCount = 0
max_freq_mhz = 112.0
fin_crit_sh_pct = 69.22
grt_setup_unrepaired = no
max_slew_margin_pct = 39.51

[routing]
drt-initial-drc-count = 979
viasPerCell = 5.932
drt_first_pass_iters = 7
num_vias = 13887
post_drt_wl_per_cell_um = 23.84
number_of_nets_still_failing_antenna_checks_after_routing = 0
drt-total-wl_mm = 55.81
antennaDiodeCount = 0
drc_violations_left = 0

[placed_design]
global_placement_routability_congestion = 0.9152
io_buffer_count = 310
dp.final_hpwl_mm = 39.72
place_area_um2 = 17820

[clocking]
clock_tree.buffer_depth = 3
numClockSinks = 254
post_cts_hold_fix_buffer_tally = 0
clk_pin_slew_worst_paths_ns = 0.06
cts_inserted_buffers = 29
postCtsResizedCells = 0
post_cts.repair.setup_buffers = 0
cts_tree = done
worstSkewPairLatency_ns = 0.57
cts_max_level = 1
cts.root.buffer_cell = sky130_fd_sc_hd__clkbuf_16

[hold_path]
worst_hold_path_type = reg2reg

[outcome]
outcome = complete, no violations

[run]
cap_violations = 0
openroad.warnings = 32
## cells in the mapped netlist, types with 8 or more instances
| master | instances |
|---|---|
| sky130_fd_sc_hd__xor2_1 | 8 |
| sky130_fd_sc_hd__buf_2 | 27 |
| sky130_fd_sc_hd__and3_1 | 10 |
| sky130_fd_sc_hd__o221a_2 | 13 |
| sky130_fd_sc_hd__a32o_1 | 11 |
| sky130_fd_sc_hd__o211ai_1 | 31 |
| sky130_fd_sc_hd__nor2_1 | 67 |
| sky130_fd_sc_hd__buf_4 | 9 |
| sky130_fd_sc_hd__nand2b_1 | 13 |
| sky130_fd_sc_hd__dfrtp_1 | 254 |
| sky130_fd_sc_hd__mux2i_1 | 32 |
| sky130_fd_sc_hd__o21ai_0 | 200 |
| sky130_fd_sc_hd__buf_1 | 11 |
| sky130_fd_sc_hd__clkbuf_1 | 101 |
| sky130_fd_sc_hd__a211oi_1 | 22 |
| sky130_fd_sc_hd__nand2_1 | 246 |
| sky130_fd_sc_hd__xnor2_1 | 19 |
| sky130_fd_sc_hd__a21oi_1 | 106 |
| sky130_fd_sc_hd__o221ai_1 | 13 |
| sky130_fd_sc_hd__a22oi_1 | 53 |
| sky130_fd_sc_hd__nand3_1 | 17 |
| sky130_fd_sc_hd__nor2b_1 | 12 |
| sky130_fd_sc_hd__and2_1 | 10 |
| sky130_fd_sc_hd__o31ai_1 | 22 |
| sky130_fd_sc_hd__a22o_1 | 16 |
| sky130_fd_sc_hd__nor4_1 | 12 |
| sky130_fd_sc_hd__nor3_1 | 19 |
| sky130_fd_sc_hd__a221oi_1 | 19 |
| sky130_fd_sc_hd__nor3b_1 | 38 |
| sky130_fd_sc_hd__or3_1 | 15 |
| sky130_fd_sc_hd__inv_1 | 16 |
| sky130_fd_sc_hd__o21ai_1 | 39 |
## registers in the layout, indices dropped and copies added (netlist names)
register,count
mstatus_q,32
mip_q,32
mcause_q,32
mtvec_q,31
mepc_q,31
mscratch_q,32
mtval_q,32
mie_q,32
## per-stage QoR
step / setup slack (ns) / power (µW) / hold WS [ns] / util, % / std cells
global route: 3.709 / 2068 / 0.4935 / 52.85 / 2341
floorplan: 5.929 / 975.3 / 0.4432 / - / 1625
detailed placement: 3.990 / 1164 / 0.4655 / 50.09 / 2288
CTS: 3.989 / 2012 / 0.4796 / 52.85 / 2341
global placement: 3.971 / 1163 / 0.4543 / 50.09 / 2288
finish: 3.971 / 1999 / 0.4781 / 52.85 / 2341
## power groups by stage
| stage | combinational (µW) | sequential (µW) | clock [µW] |
|---|---|---|---|
| 6_report | 292 | 858 | 850 |
| 4_1_cts | 294 | 858 | 860 |
| 5_1_grt | 317 | 860 | 892 |
## worst min-delay path by stage
stage | start | end | slack [ns] | cells after the start
finish | mscratch_q[10] | mscratch_q[10] | 0.48 | 2
global route | mie_q[25] | mie_q[25] | 0.49 | 2
CTS | mie_q[5] | mie_q[5] | 0.48 | 2
## worst max-delay path: cells and delay by family
family | cells | cell delay (ns)
AND-OR/OR-AND | 3 | 1.26
buffers and inverters | 3 | 1.15
AND/OR/NAND/NOR | 2 | 1.34
## layout by cell type, fill, tap and decap left out, types with 22 or more instances in the layout
master and count:
sky130_fd_sc_hd__o21ai_0 200, sky130_fd_sc_hd__nor2_1 66, sky130_fd_sc_hd__dfrtp_1 254, sky130_fd_sc_hd__o31ai_1 22, sky130_fd_sc_hd__nand2_1 245, sky130_fd_sc_hd__a211oi_1 22
sky130_fd_sc_hd__mux2i_1 32, sky130_fd_sc_hd__o211ai_1 31, sky130_fd_sc_hd__a21oi_1 106, sky130_fd_sc_hd__nor3b_1 38, sky130_fd_sc_hd__a22oi_1 53, sky130_fd_sc_hd__clkdlybuf4s50_1 303
sky130_fd_sc_hd__buf_4 46, sky130_fd_sc_hd__o21ai_1 39, sky130_fd_sc_hd__clkbuf_16 29
## cells by family after synthesis
| group | count (synthesis) | synth area share [%] |
|---|---|---|
| AND-OR/OR-AND | 645 | 30.10 |
| XOR/XNOR | 27 | 1.637 |
| buffers and inverters | 170 | 5.198 |
| flip-flops | 254 | 44.01 |
| multiplexers | 34 | 2.452 |
| other | 2 | 0.05200 |
| AND/OR/NAND/NOR | 489 | 16.56 |
## area by class of cell
cell class / instances / share of cell area, %
inverters: 16 / 0.3195
multi-input cells: 1201 / 39.29
flip-flops and latches: 254 / 33.81
repair buffers: 356 / 18.29
clock buffers: 44 / 4.586
clock inverters: 9 / 0.6257
well taps: 461 / 3.069
## layer usage
layer | share of wire (%) | track usage [%] | vias up
met5 | 0 | 0 | -
met4 | 4.3 | 11.57 | 0
met3 | 5.7 | 4.979 | 104
met2 | 49 | 50.96 | 500
met1 | 41 | 44.17 | 6794
li1 | - | - | 6489
Power figures rest on the tool's default switching activity, not on a simulated workload.
